==> ./design.v <==
module FIFO(
			input W_CLK,
			input W_RST,
			input W_INC,
			input R_CLK,
			input R_RST,
			input R_INC,
			input [7:0] WR_DATA,
			output[7:0] RD_DATA,
			output full,
			output empty
			);
wire[3:0] write_ptr , read_ptr;
wire[3:0] write_ptr_synch , read_ptr_synch;
wire[2:0] write_address, read_address;
wire empty_tx_valid;
Ram mem(
		.write_data(WR_DATA),
		.w_inc(W_INC),
		.r_inc     (R_INC),
		.full(full),
		.empty     (empty_tx_valid),
		.wraddress(write_address),
		.rdaddress(read_address),
		.clk(W_CLK),
		.rclk      (R_CLK),
		.read_data(RD_DATA)
		);
FIFO_Full fifo_w(
				.wclk(W_CLK),
				.w_inc(W_INC),
				.wrst_n(W_RST),
				.synch_readptr(read_ptr_synch),
				.full(full),
				.wraddress(write_address),
				.write_ptr(write_ptr),
				.r_inc(R_INC)
				);
Synchronizer read_synch(
						.pointer(read_ptr),
						.clk(W_CLK),
						.rst(W_RST),
						.synchronized_pointer(read_ptr_synch)
						);
FIFO_Empty fifo_rd(
					.rclk(R_CLK),
					.r_inc(R_INC),
					.rrst_n(R_RST),
					.synch_wptr(write_ptr_synch),
					.empty(empty_tx_valid),
					.raddress(read_address),
					.read_ptr(read_ptr),
					.w_inc(W_INC)
					);
Synchronizer write_synch(
						.pointer(write_ptr),
						.clk(R_CLK),
						.rst(R_RST),
						.synchronized_pointer(write_ptr_synch)
						);
assign empty = !empty_tx_valid;
endmodule 
module FIFO_Empty (
	input rclk,     
	input r_inc,  
	input w_inc,
	input rrst_n,   
	input wire[3:0] synch_wptr,
	output reg empty,
	output[2:0] raddress,
	output[3:0] read_ptr
);
reg[3:0] bin_cnt;
wire[3:0] gray_cnt;
wire rdEmpty;
always @(posedge rclk or negedge rrst_n) begin
	if(!rrst_n)
	begin
		bin_cnt <= 4'b0;
	end else if(r_inc && !empty) begin
		bin_cnt <= bin_cnt + 1'b1;
	end
end
always @(posedge rclk or negedge rrst_n) begin
	if(!rrst_n) begin
		empty <= 1'b1;
	end else begin 
		empty <= (gray_cnt == synch_wptr);
	end
end
assign gray_cnt = {bin_cnt[3],
				   bin_cnt[3]^bin_cnt[2],
				   bin_cnt[2]^bin_cnt[1],
				   bin_cnt[1]^bin_cnt[0]};
assign read_ptr = gray_cnt;
assign raddress= bin_cnt[2:0];			   
assign rdEmpty = (gray_cnt == synch_wptr);
endmodule
module FIFO_Full (
	input wclk,     
	input w_inc,  
	input r_inc,
	input wrst_n,   
	input wire[3:0] synch_readptr,
	output reg full,
	output[2:0] wraddress,
	output[3:0] write_ptr
);
reg[3:0] bin_cnt;
wire[3:0] gray_cnt;
wire wfull;
always @(posedge wclk or negedge wrst_n) begin
	if(!wrst_n)
	begin
		bin_cnt <= 4'b0;
	end else if(w_inc && !wfull) begin
		bin_cnt <= bin_cnt + 1'b1;
	end
end
always @(posedge wclk or negedge wrst_n) begin
	if(!wrst_n) begin
		full <= 1'b0;
	end else if(r_inc) begin
		full <= 1'b0;
	end else if(w_inc) begin  
		full <= wfull;
	end 
end
assign gray_cnt = {bin_cnt[3],
				   bin_cnt[3]^bin_cnt[2],
				   bin_cnt[2]^bin_cnt[1],
				   bin_cnt[1]^bin_cnt[0]};
assign write_ptr = gray_cnt;
assign wraddress= bin_cnt[2:0];			   
assign wfull = (gray_cnt[3] != synch_readptr[3] &&
				gray_cnt[2] != synch_readptr[2] &&
				gray_cnt[1:0] == synch_readptr[1:0]);
endmodule
module Ram(
			input wire[7:0] write_data,
			input w_inc,
			input r_inc,
			input full,
			input empty,
			input wire[2:0] wraddress,
			input wire[2:0] rdaddress,
			input wire clk,
			input wire rclk,
			output [7:0] read_data
			);
reg[7:0] mem [0:7];
always @(posedge clk) begin  
	if(w_inc && !full)
		mem[wraddress] <= write_data;
end
assign read_data = mem[rdaddress];
endmodule
module Synchronizer(
					input wire[3:0] pointer,
					input clk,
					input rst,
					output reg[3:0] synchronized_pointer
					);
reg[3:0] internal_pointer;
always @(posedge clk or negedge rst) begin
	if(!rst) begin 
		internal_pointer <= 4'b0000;
		synchronized_pointer <= 4'b0000;
	end
	else begin
		internal_pointer <= pointer;
		synchronized_pointer <= internal_pointer;
	end 
end
endmodule 
==> ./run.sh <==
#!/bin/bash
# OpenROAD 26Q1-2900-gdf79404cd8, Yosys 0.63+post, stock flow scripts
make -C /OpenROAD-flow-scripts/flow DESIGN_CONFIG=/design/flow/config.mk WORK_HOME=/design/flow/orfs finish
==> ./config.mk <==
export PLATFORM = sky130hd
export DESIGN_NAME = FIFO
export DESIGN_NICKNAME = FIFO
export VERILOG_FILES = /design/flow/design.v
export SDC_FILE = /design/flow/constraint.sdc
export NUM_CORES = 4
export LEC_CHECK = 1
export CORE_UTILIZATION = 40
==> ./constraint.sdc <==
current_design FIFO

set clk_period 2.5
set clk_io_pct 0.2

create_clock -name clk0 -period $clk_period [get_ports {R_CLK}]
create_clock -name clk1 -period $clk_period [get_ports {W_CLK}]

set non_clock_inputs [all_inputs -no_clocks]
set_input_delay [expr $clk_period * $clk_io_pct] -clock clk0 $non_clock_inputs
set_output_delay [expr $clk_period * $clk_io_pct] -clock clk0 [all_outputs]
==> impl_metrics.py <==
# Physical implementation metrics
metrics = {
    "critical_path": {
        "critical_path.endpoint_type": "output pin",
        "critical_path_peak_fanout": 8,
        "data_arrival_time_of_the_worst_path_ns": 1.93,
        "timing.setup.critical_path_class": "flip-flop to output pin",
        "cp-start-kind": "flip-flop",
        "worst_ep_required_time_ns": 2.00,
        "critical_path.startpoint": "fifo_rd.bin_cnt[0]$_DFFE_PN0P_",
        "r2r_setup_slack_ns": 0.61,
        "rr_startpoint": "fifo_w.bin_cnt[2]$_DFFE_PN0P_",
    },
    "global_route": {
        "grt_start_max_net_pins": 16,
        "grt_pass1_wl_microns": 9780,
        "grt_pass1_vias": 1798,
        "antenna_found_initial": 0,
        "grt_remaining_overflow": 0,
        "gr-usage-all-layers": 0.162,
    },
    "detailed_routing": {
        "vias": 1752,
        "antenna_violating_nets_post_route": 0,
        "detail_route.antenna_diodes": 0,
        "drt-vias-per-instance": 5.05,
        "detail_route.drc_violations": 0,
        "drt_wl_total_microns": 6060,
        "detail_route.wl_per_cell_microns": 17.5,
        "drt_pre_antenna_iters": 4,
        "drt-initial-drc-count": 84,
    },
    "synthesis": {
        "yosys.stat.chipArea_sq_um": 3550,
        "netlist_area_sq_um": 3550,
        "ys_cells": 185,
        "yosysWarnings": 4,
        "synth_flop_count": 90,
        "ys_seq_frac": 0.725,
        "postSynthAreaPerCell_sq_um": 19.2,
        "synth.lib_cells_used.distinct": 28,
        "synthesis.instances": 185,
    },
    "floorplanning": {
        "floorplan.rows": 34,
        "initCoreUtil": 0.411,
        "placeableCoreArea_sq_um": 8640,
        "die-height_microns": 96.2,
        "ios": 24,
        "die_area_sq_um": 9250,
        "die.size.x_microns": 96.2,
    },
    "final_timing": {
        "rsz_0062_raised_after_global_routing": "false",
        "skew_final_ns": 0.00968,
        "tightestPinTransition_ns": 0.623,
        "finalSetupViolations": 0,
        "worst_slack_ns": 0.0738,
        "final_hold_viol_count": 0,
        "slew_headroom": 0.585,
        "drv_slew": 0,
    },
    "run": {
        "max-cap-violations": 0,
        "tool_warnings": 30,
    },
    "layout": {
        "finish.instance_area_sq_um": 4270,
        "drive_gt1_frac": 0.276,
        "area_delta_synth_final_pct": 20.3,
        "fillerInstances": 722,
        "layout_utilization": 0.495,
    },
    "worst_hold_path": {
        "min-delay-path-class": "flip-flop to flip-flop",
        "holdCritStartpoint": "write_synch.internal_pointer[2]$_DFF_PN0_",
    },
    "power": {
        "max-vdd-ir-drop_mv": 0.689,
        "cellPowerDensity_nw_per_um2": 1190,
        "power.leakage_nw": 1.60,
        "post-layout-total-power_w": 0.00506,
    },
    "clock_tree": {
        "cts.sinks": 90,
        "clk_transition_reported_paths_ns": 0.05,
        "tritoncts": "yes",
        "cts_hold_repair.buffers": 0,
    },
    "place": {
        "place.detailed.hpwl_microns": 3800,
        "port-buffer-count": 22,
        "routabilityCongestion": 0.802,
        "placement.cell_area_sq_um": 3980,
        "preCtsSetupSlack_ns": 0.162,
    },
    "run_status": {
        "status": "finished, final reports clean",
    },
}
[final timing paths]
path / end / cells past startpoint
max: RD_DATA[1] / 5
min: write_synch.synchronized_pointer[2]$_DFF_PN0_ / 0
max reg2reg: fifo_w.bin_cnt[3]$_DFFE_PN0P_ / 6
min reg2reg: write_synch.synchronized_pointer[2]$_DFF_PN0_ / 0
max in group clk1: fifo_w.bin_cnt[3]$_DFFE_PN0P_ / 6
max in group asynchronous: fifo_rd.bin_cnt[0]$_DFFE_PN0P_ / 1
min in group clk1: read_synch.synchronized_pointer[1]$_DFF_PN0_ / 0
min in group asynchronous: fifo_w.bin_cnt[2]$_DFFE_PN0P_ / 1
[flip-flops by register name (all words and copies together), names as in the netlist]
name                              count
mem.mem                              64
write_synch.synchronized_pointer      4
fifo_rd.empty                         1
read_synch.internal_pointer           4
fifo_w.full                           1
read_synch.synchronized_pointer       4
fifo_w.bin_cnt                        4
fifo_rd.bin_cnt                       4
write_synch.internal_pointer          4
[cells in the final DEF, fill, tap and decap left out]
cell type,Yosys,routed
sky130_fd_sc_hd__nand2_1,7,7
sky130_fd_sc_hd__buf_12,1,2
sky130_fd_sc_hd__mux2_4,0,6
sky130_fd_sc_hd__dfrtp_2,0,1
sky130_fd_sc_hd__mux4_2,9,16
sky130_fd_sc_hd__clkinv_2,0,1
sky130_fd_sc_hd__bufinv_16,0,1
sky130_fd_sc_hd__and3_1,2,2
sky130_fd_sc_hd__and2_1,1,1
sky130_fd_sc_hd__clkinvlp_4,0,1
sky130_fd_sc_hd__ha_1,7,7
sky130_fd_sc_hd__xnor2_1,5,5
sky130_fd_sc_hd__clkbuf_1,3,1
sky130_fd_sc_hd__dfrtp_1,25,24
sky130_fd_sc_hd__and4b_1,1,1
sky130_fd_sc_hd__inv_8,0,1
sky130_fd_sc_hd__edfxtp_1,64,64
sky130_fd_sc_hd__clkdlybuf4s15_1,0,2
sky130_fd_sc_hd__inv_1,4,4
sky130_fd_sc_hd__a211oi_1,1,1
sky130_fd_sc_hd__mux2_2,9,3
sky130_fd_sc_hd__clkdlybuf4s50_1,0,14
sky130_fd_sc_hd__clkbuf_8,0,12
sky130_fd_sc_hd__xnor2_2,1,1
sky130_fd_sc_hd__nor2b_1,1,1
sky130_fd_sc_hd__buf_4,0,15
sky130_fd_sc_hd__o21ai_0,2,2
sky130_fd_sc_hd__a21oi_1,5,5
sky130_fd_sc_hd__nand3_1,4,4
sky130_fd_sc_hd__dfstp_2,1,1
sky130_fd_sc_hd__xor2_1,8,8
sky130_fd_sc_hd__dlygate4sd2_1,0,3
sky130_fd_sc_hd__or3_1,2,2
sky130_fd_sc_hd__buf_6,1,1
sky130_fd_sc_hd__inv_6,0,3
sky130_fd_sc_hd__nand2b_1,5,5
sky130_fd_sc_hd__mux2i_2,1,1
sky130_fd_sc_hd__nor2_1,7,7
sky130_fd_sc_hd__dlymetal6s2s_1,0,3
[metal layers]
layer,up-vias,wire length (microns),GRT usage
met2,65,2760,0.225
met1,877,2660,0.257
met3,9,520,0.0819
li1,801,-,-
met5,-,0,0
met4,0,116,0.0261
[where the power goes]
group          total, W  leakage, nW  switching (W)  internal [W]
clock           0.00114        0.125       0.000550      0.000589
combinational   0.00172        0.590       0.000703       0.00102
sequential      0.00220        0.885       0.000227       0.00198
total           0.00506         1.60        0.00148       0.00358
[through the flow]
| stage | TNS, ns | instances | hold slack [ns] |
|---|---|---|---|
| after floorplan | 0 | 185 | 0.204 |
| after global placement | 0 | 323 | 0.333 |
| after detailed placement | 0 | 323 | 0.336 |
| after CTS | -0.145 | 345 | 0.347 |
| after global routing | 0 | 347 | 0.358 |
| final | 0 | 347 | 0.346 |
[synth_stat cells]
cell / instances / area (sq um)
sky130_fd_sc_hd__xnor2_1: 5 / 43.8
sky130_fd_sc_hd__buf_2: 1 / 5.00
sky130_fd_sc_hd__mux4_2: 9 / 203
sky130_fd_sc_hd__mux2i_2: 1 / 13.8
sky130_fd_sc_hd__inv_1: 4 / 15.0
sky130_fd_sc_hd__or3_1: 2 / 12.5
sky130_fd_sc_hd__a21oi_1: 5 / 25.0
sky130_fd_sc_hd__buf_12: 1 / 20.0
sky130_fd_sc_hd__mux2_2: 9 / 101
sky130_fd_sc_hd__nand3_1: 4 / 20.0
sky130_fd_sc_hd__nand2b_1: 5 / 31.3
sky130_fd_sc_hd__and2_1: 1 / 6.26
sky130_fd_sc_hd__buf_6: 1 / 11.3
sky130_fd_sc_hd__ha_1: 7 / 87.6
sky130_fd_sc_hd__nand2_1: 7 / 26.3
sky130_fd_sc_hd__edfxtp_1: 64 / 1920
sky130_fd_sc_hd__and3_1: 2 / 12.5
sky130_fd_sc_hd__nor2_1: 7 / 26.3
sky130_fd_sc_hd__mux4_1: 7 / 184
sky130_fd_sc_hd__xor2_1: 8 / 70.1
sky130_fd_sc_hd__o21ai_0: 2 / 10.0
sky130_fd_sc_hd__xnor2_2: 1 / 16.3
sky130_fd_sc_hd__nor2b_1: 1 / 6.26
sky130_fd_sc_hd__a211oi_1: 1 / 7.51
sky130_fd_sc_hd__dfrtp_1: 25 / 626
sky130_fd_sc_hd__clkbuf_1: 3 / 11.3
sky130_fd_sc_hd__dfstp_2: 1 / 26.3
sky130_fd_sc_hd__and4b_1: 1 / 10.0
[cell type report]
type,instances,area (sq um),area share
clock inverters,7,80.1,0.0187
flip-flops and latches,90,2570,0.603
inverters,4,15.0,0.00351
clock buffers,13,169,0.0395
repair buffers,40,388,0.0908
multi-input cells,85,910,0.213
well taps,108,135,0.0316
[worst max-delay path, stage by stage (launching register included)]
cell	delay, ns
sky130_fd_sc_hd__dfrtp_2	0.41
sky130_fd_sc_hd__buf_12	0.13
sky130_fd_sc_hd__buf_12	0.13
sky130_fd_sc_hd__mux4_2	0.51
sky130_fd_sc_hd__mux2_4	0.27
sky130_fd_sc_hd__dlygate4sd2_1	0.24
[logic make-up after synthesis]
kind of cell / synth area share
multiplexers: 0.141
XOR/XNOR: 0.0367
AND/OR/NAND/NOR: 0.0427
AND-OR/OR-AND: 0.0120
flip-flops: 0.725
buffers and inverters: 0.0176
adder cells (fa/ha/maj): 0.0247
[timing repair]
| item | in CTS | in global routing |
|---|---|---|
| gates resized | 17 | 8 |
| endpoints found under the setup margin | 8 | 3 |
| gates cloned | 0 | 0 |
| buffers inserted | 2 | 2 |
Power is estimated from default activity; no workload was simulated.
