--- design.v ---
module FSM_RX #(parameter bit_count_width = 3,parameter edge_cnt_width = 3,parameter prescale_width = 5)
				(
				input wire RX_IN,
				input wire clk,
				input wire rst,
				input wire parity_enable,
				input wire[bit_count_width-1:0] bit_cnt,
				input wire [edge_cnt_width-1:0]edge_cnt,
				input wire parity_error,
				input wire start_glitch,
				input wire stop_error,
				input wire[prescale_width-1:0] Prescalar,
				output reg dat_samp_en,
				output reg enable,
				output reg strt_chk_en,
				output reg stp_chk_en,
				output reg par_chk_en,
				output reg data_valid,
				output reg des_en,
				output reg disable_bit_count,
				output reg disable_parity_err
				);
wire[prescale_width-2:0] half;
reg flag;
localparam [2:0] IDLE = 3'b000,
		 START = 3'b001,
		 DATA = 3'b010,
		 PARITY = 3'b011,
		 STOP = 3'b100;
reg[2:0] current_state , next_state;
reg[prescale_width-1:0] prescale_reg;
always @(posedge clk or negedge rst) begin
	if(!rst) begin
		prescale_reg <= 0;
	end 
	else begin
		prescale_reg <= Prescalar;
	end
end
always @(posedge clk or negedge rst) begin
	if(!rst) begin
		current_state <= IDLE;
	end 
	else begin
		current_state <= next_state;
	end
end
always @(*) begin
	case (current_state)
		IDLE: begin
				if(!RX_IN) begin
					next_state = START;
				end
				else 
					next_state = IDLE;
		end
		START: begin
			if(!start_glitch && edge_cnt == prescale_reg-1)  
				next_state = DATA;
			else if(edge_cnt < (prescale_reg-1)) 
				next_state = START;
			else
				next_state = IDLE;
		end
		DATA: begin 
			if(bit_cnt == 3'b000 && parity_enable && edge_cnt == (prescale_reg-1))
				next_state = PARITY;
			else if(bit_cnt == 3'b000 && parity_enable && edge_cnt < (prescale_reg-1))
				next_state = DATA;
			else if(bit_cnt == 3'b000 && !parity_enable && edge_cnt == (prescale_reg-1))
				next_state = STOP;
			else 
				next_state = DATA;
		end 
		PARITY: begin
			if(edge_cnt == (prescale_reg-1)) 
				next_state = STOP;
			else  
				next_state = PARITY;
		end 
		STOP: begin
			if(!RX_IN && edge_cnt == (prescale_reg-1))
				next_state = START;  
			else if(!RX_IN && edge_cnt < (prescale_reg-1))
				next_state = STOP;
			else if(RX_IN && edge_cnt == (prescale_reg-1))
				next_state = IDLE;
			else
				next_state = STOP;
		end 
		default : next_state = IDLE;
	endcase
end
always @(*) begin
	case (current_state) 
		IDLE : begin
			dat_samp_en = 1'b0;
			des_en = 1'b0;
			data_valid = 1'b0;
			strt_chk_en = 1'b0;
			stp_chk_en = 1'b0;
			par_chk_en = 1'b0;
			enable = 1'b0;
			disable_bit_count = 1'b1;
			disable_parity_err = 1'b1;
		end 
		START: begin
			dat_samp_en = 1'b1;
			enable = 1'b1;
			des_en = 1'b0;
			data_valid = 1'b0;
			stp_chk_en = 1'b0;
			par_chk_en = 1'b0; 
			disable_bit_count = 1'b0;
			disable_parity_err = 1'b1;
			if(flag)
				strt_chk_en = 1'b1;
			else
				strt_chk_en = 1'b0;	
		end 
		DATA: begin
			dat_samp_en = 1'b1;
			enable = 1'b1;
			des_en = 1'b1;
			data_valid = 1'b0;
			strt_chk_en = 1'b0;
			stp_chk_en = 1'b0;
			par_chk_en = 1'b0;
			disable_bit_count = 1'b0;
			disable_parity_err = 1'b0;
		end 
		PARITY: begin
			dat_samp_en = 1'b1;
			enable = 1'b1;
			des_en = 1'b0;
			data_valid = 1'b0;
			strt_chk_en = 1'b0;
			stp_chk_en = 1'b0;
			disable_bit_count = 1'b0;
			disable_parity_err = 1'b0;
			if(flag)
				par_chk_en = 1'b1;
			else 
				par_chk_en = 1'b0;
		end 
		STOP: begin
				dat_samp_en = 1'b1;
				enable = 1'b1;
				des_en = 1'b0;
				strt_chk_en = 1'b0;
				par_chk_en = 1'b0;
				disable_bit_count = 1'b1;
				disable_parity_err = 1'b0;
				if(flag)
					stp_chk_en = 1'b1;
				else 
					stp_chk_en = 1'b0;
				if(!stop_error && !parity_error && edge_cnt == (prescale_reg-1))  
					data_valid = 1'b1;				
				else 
					data_valid = 1'b0;
		end 
		default : begin 
			dat_samp_en = 1'b0;
			des_en = 1'b0;
			data_valid = 1'b0;
			strt_chk_en = 1'b0;
			stp_chk_en = 1'b0;
			par_chk_en = 1'b0;
			enable = 1'b0;
			disable_bit_count = 1'b1;
			disable_parity_err = 1'b1;
		end
	endcase
end
always @(posedge clk or negedge rst) begin
	if(!rst)
		flag <= 1'b0;
	else if(edge_cnt == half+2)
		flag <= 1'b1;
	else if(edge_cnt == (prescale_reg-1))
		flag <= 1'b0;
end
assign half = (prescale_reg>>1);
endmodule
module UART_RX 	#(parameter prescalar_width = 6,
				  parameter scaler_width = 6,
				  parameter DATA_WIDTH = 8,
				  parameter bit_count_width = 3) 
				(
				input wire RX_IN,
				input wire[scaler_width-1:0] Prescale,
				input wire PAR_EN,
				input wire PAR_TYP,
				input wire CLK,
				input wire RST,
				output wire[DATA_WIDTH-1:0] P_DATA,
				output wire data_valid,
				output wire par_err,
				output wire stp_err
				);
wire enable,data_sample_enable,sampled_bit;
wire[bit_count_width-1:0] bit_cnt;
wire[prescalar_width-1:0] edge_cnt;
wire  strt_glitch;
wire parity_check_en,start_check_en,stop_check_en;
wire deserial_enable;
wire parity_bit;
wire disable_bit_cnt;
wire dis_err;
edge_bit_counter #(.prescalar_width(prescalar_width),
						   .bit_width_count(bit_count_width))
				 EDGE_U0 (
						.clk(CLK),
						.rst(RST),
						.enable(enable),  
						.prescale         (Prescale),
						.bit_count(bit_cnt), 
						.edge_count(edge_cnt), 
						.disable_bit_count(disable_bit_cnt)
						);
data_sampling 	#(.prescalar_WIDTH(prescalar_width),
				  .scaler(scaler_width))		
				sampling (
						.clk(CLK),
						.rst(RST),
						.edge_count(edge_cnt),
						.data_sample_en(data_sample_enable),  
						.prescalar(Prescale),
						.RX_IN(RX_IN),
						.sampled_bit(sampled_bit)  
						);
FSM_RX #(.bit_count_width(bit_count_width),
		 .edge_cnt_width(prescalar_width),
		 .prescale_width (scaler_width))
				controller (
					.RX_IN(RX_IN),
					.clk(CLK),
					.rst(RST),
					.parity_enable(PAR_EN),
					.bit_cnt(bit_cnt),
					.parity_error(par_err),
					.start_glitch(strt_glitch),
					.stop_error(stp_err),
					.dat_samp_en(data_sample_enable),
					.enable(enable),
					.strt_chk_en(start_check_en),
					.stp_chk_en(stop_check_en),
					.par_chk_en(parity_check_en),
					.data_valid(data_valid),
					.des_en(deserial_enable),
					.edge_cnt(edge_cnt),
					.disable_bit_count(disable_bit_cnt),
					.disable_parity_err(dis_err),
					.Prescalar(Prescale)
					);
deserializer #(.edge_width(prescalar_width),.scaler_width(scaler_width),.data_width(DATA_WIDTH))
					deserial (
						.clk(CLK),
						.rst(RST),
						.parity_type(PAR_TYP),
						.sampled_bit(sampled_bit),
						.des_en(deserial_enable),
						.P_data(P_DATA),
						.parity(parity_bit),  
						.edge_count(edge_cnt),
						.prescale(Prescale)
						);
parity_chk par_checker(
						.rst(RST),
						.clk(CLK),
						.parity_bit(parity_bit),
						.par_chk_en(parity_check_en),
						.sampled_bit(sampled_bit),
						.par_err(par_err),
						.disable_err(dis_err)
						);
strt_chk start_checker(
						.sampled_bit(sampled_bit),
						.strt_chk_en(start_check_en),
						.strt_err(strt_glitch)
						);
stp_chk stop_checker(
					.sampled_bit(sampled_bit),
					.stp_chk_en(stop_check_en),
					.stp_chk_err(stp_err)
					);
endmodule 
module data_sampling #(parameter prescalar_WIDTH = 3,parameter scaler = 5)
					(
						input wire clk,
						input wire rst,
						input wire[prescalar_WIDTH-1:0] edge_count, 
						input wire data_sample_en,
						input wire[scaler-1:0] prescalar, 
						input wire RX_IN,
						output reg sampled_bit 
					);
reg[1:0] sampled_count;
wire[scaler-2:0] half;
reg conseq_sampled_bit;
always @(posedge clk or negedge rst) begin
	 if(!rst) begin
	 	sampled_count <= 2'b00;
	 	conseq_sampled_bit<=1'b0;
	 end
	else if(data_sample_en && edge_count == half) begin
		sampled_count <= sampled_count + RX_IN;
		conseq_sampled_bit<=1'b1;
	end
	else if(data_sample_en && edge_count == half+1)begin
		sampled_count <= sampled_count + RX_IN;
		conseq_sampled_bit<=1'b1;
	end
	else if(data_sample_en && edge_count == half-1)begin
		sampled_count <= sampled_count + RX_IN;
		conseq_sampled_bit<=1'b0;  
	end
	else begin  
		sampled_count <= 2'b00;
		conseq_sampled_bit<=1'b0;
	end
end
always @(posedge clk or negedge rst) begin
	if(!rst) begin
		sampled_bit<= 1'b0;
	end
	else if((sampled_count == 2'b11 || sampled_count == 2'b10) && conseq_sampled_bit) begin
		sampled_bit <= 1'b1;
	end
	else if((sampled_count == 2'b01 || sampled_count == 2'b00) && conseq_sampled_bit) begin
		sampled_bit <= 1'b0;
	end
end
assign half = (prescalar>>1); 
endmodule
module deserializer #(parameter edge_width = 3 , parameter scaler_width = 5 , data_width = 8)
					(
					input wire clk,
					input wire rst,
					input parity_type,
					input wire[edge_width-1:0] edge_count,
					input wire[scaler_width-1:0] prescale,
					input wire sampled_bit,
					input wire des_en,
					output reg[data_width-1:0] P_data,
					output reg parity
					);
wire[scaler_width-2:0] half;
always @(posedge clk or negedge rst) begin 
	if(~rst) begin
		P_data <= 8'b0;
	end else if(des_en && (edge_count == half+2)) begin
		P_data <= {sampled_bit,P_data[7:1]};
	end
end
always @(posedge clk or negedge rst) begin
	if(!rst)
		parity <= 1'b0;
	else if(parity_type)
		parity <= ~^P_data;
	else
		parity <= ^P_data;
end
assign half = (prescale>>1);
endmodule 
module edge_bit_counter #(parameter prescalar_width = 6, parameter bit_width_count = 3)
						(
						input wire clk,
						input wire rst,
						input wire [prescalar_width-1:0] prescale,
						input wire enable,
						input wire disable_bit_count,
						output reg[bit_width_count-1:0] bit_count,
						output reg[prescalar_width-1:0] edge_count
						);
reg cnt;
reg[3:0] flag;
reg ffag;
reg[prescalar_width-1:0] prescale_reg;
always @(posedge clk or negedge rst) begin
	if(!rst) begin
		edge_count<= {prescalar_width{1'b0}};
	end
	else if(enable && (flag[0] || flag[1] || flag[2] || flag[3] ) && !ffag && (prescale == prescale_reg)) begin
		edge_count <= edge_count + 1;
	end
	else begin
		edge_count <= 6'b0;
	end
end
always @(posedge clk or negedge rst) begin
	if(!rst)
		bit_count <= 4'b0000;
	else if(cnt && !disable_bit_count && (prescale == prescale_reg))
		bit_count <= bit_count + 1;
	else if(disable_bit_count ||  (prescale != prescale_reg))
		bit_count <= 4'b0000;
end
always @(posedge clk or negedge rst) begin
	if(!rst)
		prescale_reg <= 6'b000000;
	else 
		prescale_reg <= prescale;
end
always @(*) begin
	flag = 4'b0000;
	cnt = 1'b0;
	ffag = 1'b0;
	case (prescale)
		6'b10_0000 : 
		begin
			flag = 4'b0001;
			if(edge_count == 6'b011111)
				begin
					cnt = 1'b1;
					ffag= 1'b1;
				end
			else begin
				cnt = 1'b0;
				ffag = 1'b0;
			end
		end 
		6'b01_0000 :
		begin
			flag = 4'b0010;
			if(edge_count == 6'b001111)
				begin
					cnt = 1'b1;
					ffag= 1'b1;
				end
			else begin
				cnt = 1'b0;
				ffag = 1'b0;
			end
		end 
		6'b00_1000 :
		begin
			flag = 4'b0100;
			if(edge_count == 6'b000111)
				begin
					cnt = 1'b1;
					ffag= 1'b1;
				end
			else begin
				cnt = 1'b0;
				ffag = 1'b0;
			end
		end 
		6'b00_0100 :
		begin
			flag = 4'b1000;
			if(edge_count == 6'b000011)
				begin
					cnt = 1'b1;
					ffag= 1'b1;
				end
			else begin
				cnt = 1'b0;
				ffag = 1'b0;
			end
		end 
		default : begin 
			flag = 4'b0000;
			cnt = 1'b0;
			ffag = 1'b0;
		end
	endcase
end
endmodule 
module parity_chk(
					input wire clk,
					input wire rst,
					input parity_bit,
					input disable_err,
					input par_chk_en,
					input sampled_bit,
					output reg par_err
					);
always @(posedge clk or negedge rst) begin
	if(!rst)
		par_err <= 1'b0;
	else if(par_chk_en)
		par_err <= sampled_bit ^ parity_bit; 
	else if(disable_err)
		par_err <= 1'b0;	
end
endmodule 
module stp_chk(
				input sampled_bit,
				input stp_chk_en,
				output wire stp_chk_err
				);
assign stp_chk_err = (stp_chk_en) ? (sampled_bit ^ 1'b1) : 1'b0;
endmodule 
module strt_chk(
				input wire sampled_bit,
				input wire strt_chk_en,
				output strt_err
				);
assign strt_err = (strt_chk_en) ? (sampled_bit^ 1'b0) : 1'b0;
endmodule 
--- config.mk ---
export PLATFORM = sky130hd
export DESIGN_NAME = UART_RX
export DESIGN_NICKNAME = UART_RX
export VERILOG_FILES = /design/flow/design.v
export SDC_FILE = /design/flow/constraint.sdc
export NUM_CORES = 4
export LEC_CHECK = 1
export CORE_UTILIZATION = 40
--- run.sh ---
#!/bin/bash
# OpenROAD 26Q1-2900-gdf79404cd8, Yosys 0.63+post, stock flow scripts
make -C /OpenROAD-flow-scripts/flow DESIGN_CONFIG=/design/flow/config.mk WORK_HOME=/design/flow/orfs finish
--- constraint.sdc ---
current_design UART_RX

set clk_period 3.2
set clk_io_pct 0.2

create_clock -name clk0 -period $clk_period [get_ports {CLK}]

set non_clock_inputs [all_inputs -no_clocks]
set_input_delay [expr $clk_period * $clk_io_pct] -clock clk0 $non_clock_inputs
set_output_delay [expr $clk_period * $clk_io_pct] -clock clk0 [all_outputs]
==> Slide: Implementation Results <==
Key Metrics from the Run

Synth
  – Synthesis Warnings: 5
  – Top cells by area: dfrtp_1 (33%), ha_1 (9.7%), xnor2_1 (9.2%)
  – Post-synth cell types: 57
  – Syn_area_per_cell: 9.99 µm²
  – Ys flops: 35
  – Yosys cell count: 257
  – EDFF count, synth: 0
  – Synth area leader: dfrtp_1
  – Top cell area share: 0.331
  – YS chip area: 2570 µm²
  – Seq share, synth: 0.342
  – Mapped Cells: 257
  – Top_reg_cell synth: dfrtp_1
  – Post-Synthesis Cell Area: 2570 µm²
  – Share of flip-flops with an asynchronous set or reset: 1.00

Finish
  – Share of cells above drive strength 1: 0.170
  – Synth-to-layout area growth: 16.8%
  – Final design utilization: 0.495
  – Post-Layout Cell Count: 364
  – Design area: 3000 µm²
  – Max FFs per register: 8

STA
  – Slew HR: 0.629
  – F_max: 0.375 GHz
  – Max Slew Vio Count: 0
  – Final setup fails: 0
  – Setup TNS: 0 ns
  – Fin. Hold Viols: 0
  – RSZ-0062 raised after global routing: false
  – Fin Clk Skew: 0.00685 ns
  – Final Cycle Share: 0.834
  – Worst Tran Pin Value: 0.551 ns
  – Worst hold margin: 0.503 ns
  – Fin crit period: 2.67 ns
  – Worst Slack Setup Final: 0.530 ns

CTS
  – CTS root buffer: clkbuf_8
  – Max clock buf depth: 2
  – CTS clk-pin slew, worst paths: 0.07 ns
  – Num CTS Buffers: 5
  – Late-Pin Clk Latency: 0.28 ns
  – Clk sinks: 35
  – CTS tree: built
  – CTS H-tree lvls: 2

Global route
  – Largest net degree at the start of global routing: 36
  – Total gr overflow: 0
  – Vias in the first global route: 1826
  – Overall Global Routing Usage: 0.171
  – First-pass GRT wire length: 8670 µm
  – Initial antenna violation count: 0

Die
  – Die y size: 82.1 µm
  – Core area: 6060 µm²
  – I/O pin count: 22
  – Die area: 6740 µm²
  – FP Util: 0.424
  – Row count: 28
  – Die X: 82.1 µm

Drt
  – Total iterations of the first detailed-routing run: 4
  – Vias: 1906
  – Total routed wirelength: 5060 µm
  – Routed Antenna Nets: 0
  – WL per Instance: 13.9 µm
  – Vias per cell: 5.24
  – Residual DRC: 0
  – Iteration-0 DRC count of the detailed router: 68
  – Antenna cells: 0

Critical path
  – WS Path Type: reg2out
  – Top Family by Delay on Critical Path: simple AND/OR/NAND/NOR gates
  – Crit path DRT: 2.56 ns
  – CP bufs+invs: 2
  – Slowest cell on crit path: dfrtp_1
  – Critical Path End Type: output port
  – CP Cell Sequence: inv_2, nand3_2, nor3_2, xnor2_1, ha_1, nand3b_1, nor2_2, nand2_1, nor3_1, dlymetal6s2s_1
  – Critical path startpoint category: flip-flop
  – Critical Path AT: 2.03 ns
  – CP Max Fanout: 3
  – Crit path largest cell delay: 0.41 ns

Pwr
  – Maximum vdd ir drop: 220 µV
  – Power Total: 1.05 mW
  – Clock power frac: 0.290
  – Sequential share of power: 0.507
  – Sw Pwr: 305 µW
  – Combinational power share: 0.203
  – Internal: 748 µW
  – Switching share of power: 0.290
  – PD cells: 351 nW/µm²
  – Leak: 1.28 nW

Placed design
  – Port bufs: 21
  – Dpl cells: 351
  – Post-DP Area: 2860 µm²
  – Routability Congestion: 0.889
  – Pre-CTS setup slack: 0.302 ns
  – DP HPWL: 3810 µm

Job
  – Tool warnings: 32
  – Max-cap violations: 0

Status
  – Status: completed

Worst hold path
  – HP Class: reg2reg
metal layers:
metal | share of wire | track usage
met1 | 0.52 | 0.277
met2 | 0.45 | 0.263
met3 | 0.025 | 0.0178
met4 | 0.0079 | 0.0193
met5 | 0 | 0
repair_timing:
action	CTS	global route
hold buffers	0	0
resized	0	8
endpoints found under the setup margin	0	1
setup buffers	0	5
cell type report:
cell class,instances,area [µm²]
Fill cell,564,3060
Multi-Input combinational cell,190,1540
Timing Repair Buffer,36,325
Tap cell,75,93.8
Inverter,20,75.1
Clock buffer,6,72.6
Clock inverter,2,12.5
Sequential cell,35,878
cells by family (layout without fill, tap and decap cells):
group,count (synthesis),after routing,synth area share
adders and majority gates,20,20,0.0975
muxes,13,13,0.0556
AOI/OAI and AO/OA,47,47,0.132
buffers and inverters,32,64,0.0638
and+or+nand+nor,68,68,0.159
DFF,35,35,0.342
xor gates and xnor gates,42,42,0.151
power by group through the flow:
stage / Clock, mW / Sequential (mW) / Combinational, mW
after CTS: 0.317 / 0.535 / 0.211
after global routing: 0.332 / 0.542 / 0.241
final: 0.305 / 0.534 / 0.213
synth_stat cells, types with 2 or more instances:
cell type	n
inv_1	20
xor2_1	14
buf_2	5
nand2b_1	3
o22ai_1	3
buf_4	2
nor2_1	16
mux2i_1	3
nand3_1	7
dfrtp_1	34
nor3b_1	4
a21oi_1	8
o31ai_1	2
nor3_1	3
ha_1	20
buf_6	4
and3b_1	2
mux2_2	10
a21bo_2	2
nand4_1	4
nor4_1	3
nand2_1	12
xnor2_1	27
o211ai_1	4
a31oi_1	2
a211oi_1	3
nand3b_1	4
o21ai_0	7
cells in the final DEF, fill, tap and decap left out, types with 2 or more instances in the layout:
master            n
nand2b_1          3
nor4_1            3
o22ai_1           3
nand3b_1          4
o31ai_1           2
and3b_1           2
buf_4            15
mux2i_1           3
dfrtp_1          33
nor3b_1           4
xor2_1           14
clkdlybuf4s50_1  20
a21bo_2           2
inv_2             2
ha_1             19
inv_1            18
nor2_1           15
xnor2_1          27
nor3_1            2
a31oi_1           2
nand2_1          12
a211oi_1          3
o21ai_0           7
a21oi_1           8
o211ai_1          4
mux2_2           10
nand4_1           4
nand3_1           6
clkbuf_8          5
final timing paths:
check | cells after the start | end | slack [ns] | start
worst max-delay path | 10 | data_valid | 0.53 | controller.prescale_reg[1]$_DFF_PN0_
worst min-delay path | 1 | sampling.sampled_bit$_DFFE_PN0P_ | 0.50 | sampling.conseq_sampled_bit$_DFF_PN0_
max in group asynchronous | 2 | controller.current_state[0]$_DFF_PN1_ | 2.09 | RST
worst min register to register | 1 | sampling.sampled_bit$_DFFE_PN0P_ | 0.50 | sampling.conseq_sampled_bit$_DFF_PN0_
worst max register to register | 8 | controller.current_state[3]$_DFF_PN0_ | 1.19 | controller.prescale_reg[3]$_DFF_PN0_
min in group asynchronous | 2 | controller.prescale_reg[3]$_DFF_PN0_ | 0.77 | RST
No activity file was given, so power comes from the tool's default toggle rates.
