===== config.mk =====
export PLATFORM = sky130hd
export DESIGN_NAME = RegisterFile
export DESIGN_NICKNAME = RegisterFile
export VERILOG_FILES = /design/flow/design.v
export SDC_FILE = /design/flow/constraint.sdc
export NUM_CORES = 4
export LEC_CHECK = 1
export CORE_UTILIZATION = 50

===== constraint.sdc =====
current_design RegisterFile

set clk_period 2.0
set clk_io_pct 0.2

create_clock -name clk0 -period $clk_period [get_ports {CLK}]

set non_clock_inputs [all_inputs -no_clocks]
set_input_delay [expr $clk_period * $clk_io_pct] -clock clk0 $non_clock_inputs
set_output_delay [expr $clk_period * $clk_io_pct] -clock clk0 [all_outputs]

===== design.v =====
module RegisterFile #(parameter Depth = 16 , DATA = 8 , ADD = 4)
					(
					input wire[DATA-1:0] WrData,
					input wire[ADD-1:0] Address,
					input wire WrEn,
					input wire RdEn,
					input wire CLK,
					input wire RST,
					output reg[DATA-1:0] RdData,
					output reg RdData_Valid,
					output [DATA-1:0] REG0,
					output [DATA-1:0] REG1,
					output [DATA-1:0] REG2,
					output [DATA-1:0] REG3
					);
reg[DATA-1:0] mem [Depth-1:0] ;
integer i;
always @(posedge CLK or negedge RST) begin
	if(!RST) begin
		RdData <= {DATA{1'b0}};
		RdData_Valid <= 1'b0;
		for(i=0;i<16;i=i+1) begin
			if(i == 2) begin
				mem[i] <= 8'b1000_0001;
			end else if(i == 3) begin
				mem[i] <= 8'b0010_0000;
			end else begin
				mem[i] <= {DATA{1'b0}};
			end
		end
	end
	else if(WrEn && !RdEn) begin
			 mem[Address] <= WrData;
		end
	else if(RdEn && !WrEn) begin
			RdData <= mem[Address];
			RdData_Valid <= 1'b1;
	end else begin
		RdData_Valid <= 1'b0;
	end
end
assign REG0 = mem[0];
assign REG1 = mem[1];
assign REG2 = mem[2];
assign REG3 = mem[3];
endmodule

===== run.sh =====
#!/bin/bash
# OpenROAD 26Q1-2900-gdf79404cd8, Yosys 0.63+post, stock flow scripts
make -C /OpenROAD-flow-scripts/flow DESIGN_CONFIG=/design/flow/config.mk WORK_HOME=/design/flow/orfs finish

==> tab_implementation.tex <==
% Synthesis and place-and-route results
\begin{tabular}{lr}
\hline
Metric & Value \\
\hline
\multicolumn{2}{l}{\textbf{Outcome}} \\
\quad Run status & completed \\
\multicolumn{2}{l}{\textbf{Global route}} \\
\quad Antenna violations before repair & 0 \\
\quad Global-route wire length before repair & 25200 µm \\
\quad Pin count of the biggest net entering global routing & 49 \\
\quad GRT overflow & 0 \\
\quad Via count of the first global-routing pass & 4558 \\
\quad GRT Total Usage & 27.5\% \\
\multicolumn{2}{l}{\textbf{Finish}} \\
\quad Fill cell instance count of the final layout & 903 \\
\quad P\&R area growth vs syn & 30.6\% \\
\quad Area of combinational cells with multiple inputs & 0.00269 mm² \\
\quad Commonest non-fill, non-tap cell in the layout & sky130\_fd\_sc\_hd\_\_dfrtp\_1 \\
\quad Fraction of final layout cells with drive strength greater than 1 & 42.0\% \\
\quad Commonest cells after routing, fill and taps aside & 134 x sky130\_fd\_sc\_hd\_\_dfrtp\_1, 129 x sky130\_fd\_sc\_hd\_\_mux2\_2, 58 x sky130\_fd\_sc\_hd\_\_buf\_4 \\
\quad Register area & 0.00343 mm² \\
\multicolumn{2}{l}{\textbf{Placed design}} \\
\quad Detail Placement HPWL & 11300 µm \\
\quad Final Wtd Congestion & 0.887 \\
\quad Worst Setup Slack post-DPL & -338 ps \\
\quad \# port buffers & 56 \\
\multicolumn{2}{l}{\textbf{Pwr}} \\
\quad Static power due to leakage & 3.66 nW \\
\quad Portion of total power attributed to the clock network & 37.3\% \\
\quad Switching Fraction & 24.8\% \\
\quad Total power after layout & 7.95 mW \\
\quad Power per cell area & 967 mW/mm² \\
\quad Switching power & 1.97 mW \\
\quad Cell internal power dissipation & 5.98 mW \\
\quad Combinational share of power & 17.4\% \\
\quad Worst supply voltage drop on vdd & 0.694 mV \\
\quad Share of power burned in registers & 45.4\% \\
\multicolumn{2}{l}{\textbf{Clock network}} \\
\quad Deepest clock path buffer count & 2 \\
\quad CTS tree & built \\
\quad Setup repair bufs after CTS & 0 \\
\quad CTS Hold Buffers Added & 2 \\
\quad H-tree lvl count & 4 \\
\quad CTS resizes & 0 \\
\quad Root cell of the clock tree & sky130\_fd\_sc\_hd\_\_clkbuf\_16 \\
\quad Skew-Pair Late Insertion Delay & 410 ps \\
\quad Clock transition at the register clock pins on the worst setup and hold paths after CTS & 60 ps \\
\quad Num CTS Buffers & 17 \\
\quad Num Clock Sinks & 137 \\
\multicolumn{2}{l}{\textbf{Yosys}} \\
\quad Post-synthesis chip area from yosys & 0.00630 mm² \\
\quad Number of synthesized register bits & 137 \\
\quad Yosys synthesis warning count & 2 \\
\quad Distinct cell type count of the synthesized netlist & 41 \\
\quad Count of instantiated cells in the yosys netlist & 472 \\
\quad Post-synthesis cell area & 0.00630 mm² \\
\quad Ys async rst share & 100\% \\
\quad Seq/Total Area, Yosys & 54.5\% \\
\quad Average cell area after synthesis & 13.3 µm² \\
\quad Count of flip-flops with a built-in enable after synthesis & 0 \\
\quad Dominant register cell in the synthesized netlist & sky130\_fd\_sc\_hd\_\_dfrtp\_1 \\
\quad Mapped Cells & 472 \\
\multicolumn{2}{l}{\textbf{Worst setup path}} \\
\quad Worst Path Required & 2250 ps \\
\quad Flop-to-flop setup slack & 440 ps \\
\quad Critical Path Fanout Max & 7 \\
\quad Critical Setup Path Class & primary input to flop \\
\quad WP data arrival & 2230 ps \\
\quad Kind of start point of the critical path & primary input \\
\quad Capturing element type of the critical path & flop \\
\multicolumn{2}{l}{\textbf{Final timing}} \\
\quad Max Slew Vio Count & 0 \\
\quad Achievable frequency & 506 MHz \\
\quad Relative slew slack & 55.4\% \\
\quad Clock Skews & 3.27 ps \\
\quad Final worst setup slack & 24.2 ps \\
\quad Final count of negative-setup-slack endpoints & 0 \\
\quad Setup repair after global routing missed its margin & false \\
\quad Fin crit period & 1980 ps \\
\quad Worst-Margin Slew & 664 ps \\
\quad Hold violation count in the final report & 0 \\
\quad Tcrit/Tclk final & 98.8\% \\
\multicolumn{2}{l}{\textbf{Die}} \\
\quad I/O Pins & 57 \\
\quad Core Box Area & 0.0122 mm² \\
\quad Die Span X & 114 µm \\
\quad Floorplan die height & 114 µm \\
\quad Die Outline Area & 0.0130 mm² \\
\quad Core Util at FP & 51.8\% \\
\quad Row cnt & 40 \\
\multicolumn{2}{l}{\textbf{Route}} \\
\quad Post-Route WL & 15800 µm \\
\quad First-pass iteration count of the detailed router & 4 \\
\quad Drt first-iter violations & 245 \\
\quad Routed wire length per instance & 20.6 µm \\
\quad Number of inserted diodes & 0 \\
\quad Remaining design rule violation count & 0 \\
\quad Overall via count from detail\_route & 4389 \\
\quad Antenna-violating nets left & 0 \\
\quad Post-DR vias/cell & 5.70 \\
\multicolumn{2}{l}{\textbf{Run}} \\
\quad Total tool warning count & 26 \\
\quad Maximum Capacitance Violations & 0 \\
\multicolumn{2}{l}{\textbf{Hold path}} \\
\quad Worst hold path type & flop to flop \\
\hline
\end{tabular}
-- power by group through the flow --
stage | logic, mW | clock network (mW) | registers [mW]
CTS | 1.40 | 3.02 | 3.61
global route | 1.50 | 3.15 | 3.67
finish | 1.38 | 2.97 | 3.61
-- synth_stat cells, types with 4 or more instances --
cell type                    n  share of area (%)
sky130_fd_sc_hd__o22ai_1    15                1.5
sky130_fd_sc_hd__mux4_2      5                1.8
sky130_fd_sc_hd__a22o_1      6               0.83
sky130_fd_sc_hd__o21ai_0    12               0.95
sky130_fd_sc_hd__dfrtp_1   134                 53
sky130_fd_sc_hd__mux2i_1    22                3.5
sky130_fd_sc_hd__nand3_1     9               0.72
sky130_fd_sc_hd__a21oi_1     9               0.72
sky130_fd_sc_hd__buf_4       7               0.83
sky130_fd_sc_hd__nand2_1    22                1.3
sky130_fd_sc_hd__mux2_2    129                 23
sky130_fd_sc_hd__nor2b_1     8               0.79
sky130_fd_sc_hd__nor2_1      7               0.42
sky130_fd_sc_hd__a221oi_1   11                1.5
sky130_fd_sc_hd__nor3_2      4               0.64
sky130_fd_sc_hd__nand2b_1    6               0.60
sky130_fd_sc_hd__buf_2       4               0.32
sky130_fd_sc_hd__a31oi_1     9               0.89
sky130_fd_sc_hd__clkbuf_1   19                1.1
-- metrics by stage --
step / utilization (%) / hold WS, ps / setup TNS [ps] / instance area [µm²] / std cells
5_1_grt: 67.6 / 512 / 0 / 8230 / 770
3_5_place_dp: 62.6 / 372 / -21440 / 7610 / 736
2_1_floorplan: - / 104 / 0 / 6300 / 472
6_report: 67.6 / 490 / 0 / 8230 / 770
3_3_place_gp: 62.6 / 372 / -21230 / 7610 / 736
4_1_cts: 67.6 / 492 / 0 / 8230 / 770
-- worst paths after layout --
kind                                    from           end  cells past startpoint
worst max-delay path              Address[1]     RdData[7]                      7
worst min-delay path            RdData_Valid  RdData_Valid                      2
worst max register to register     mem[8][5]     RdData[5]                      4
worst min register to register  RdData_Valid  RdData_Valid                      2
max in group asynchronous                RST    mem[12][1]                      3
min in group asynchronous                RST     mem[2][0]                      2
-- area by class of cell --
class / count / share of cell area, %
Multi-Input combinational cell: 301 / 32.7
Clock buffer: 20 / 5.55
Sequential cell: 137 / 41.7
Tap cell: 168 / 2.56
Clock inverter: 12 / 1.41
Inverter: 2 / 0.0913
Timing Repair Buffer: 130 / 15.9
-- routing by layer --
metal	part of all wire [%]	vias to the layer above	global-route usage [%]
li1	-	2003	-
met1	45	2268	42.6
met2	49	102	43.8
met3	4.7	16	5.39
met4	1.6	0	3.81
met5	0	-	0
-- critical path, cell delays in order --
cell	delay [ps]
sky130_fd_sc_hd__clkdlybuf4s50_1	510
sky130_fd_sc_hd__buf_4	190
sky130_fd_sc_hd__buf_4	130
sky130_fd_sc_hd__nand2b_1	260
sky130_fd_sc_hd__nor3_1	90
sky130_fd_sc_hd__nor4_1	430
sky130_fd_sc_hd__a31oi_1	200
-- registers in the layout (all words and copies together), names as in the netlist --
| name | count |
|---|---|
| RdData_Valid | 1 |
| RdData | 8 |
| mem | 128 |
-- kinds of logic (layout without fill, tap and decap cells) --
kind of cell,count (synthesis),after routing,synth area share [%]
mux,157,157,28.5
flops,137,137,54.5
compound gates,72,72,7.87
simple gates,72,72,6.36
buf+inv,34,164,2.76
Power is estimated from default activity; no workload was simulated.
