**flow/constraint.sdc**
```tcl
current_design ALU

set clk_period 1.0
set clk_io_pct 0.2

create_clock -name clk0 -period $clk_period [get_ports {CLK}]

set non_clock_inputs [all_inputs -no_clocks]
set_input_delay [expr $clk_period * $clk_io_pct] -clock clk0 $non_clock_inputs
set_output_delay [expr $clk_period * $clk_io_pct] -clock clk0 [all_outputs]
```
**flow/run.sh**
```bash
#!/bin/bash
# OpenROAD 26Q1-2900-gdf79404cd8, Yosys 0.63+post, stock flow scripts
make -C /OpenROAD-flow-scripts/flow DESIGN_CONFIG=/design/flow/config.mk WORK_HOME=/design/flow/orfs finish
```
**flow/config.mk**
```make
export PLATFORM = sky130hd
export DESIGN_NAME = ALU
export DESIGN_NICKNAME = ALU
export VERILOG_FILES = /design/flow/design.v
export SDC_FILE = /design/flow/constraint.sdc
export NUM_CORES = 4
export LEC_CHECK = 1
export CORE_UTILIZATION = 50
```
**flow/design.v**
```verilog
module ALU #(parameter WIDTH = 8 , OUT_WIDTH = 2*WIDTH , FUNC = 4 )
			(
			input wire[WIDTH-1:0] A,
			input wire[WIDTH-1:0] B,
			input wire[FUNC-1:0] ALU_FUN,
			input wire Enable,
			input wire CLK,
			input wire RST,
			output reg[OUT_WIDTH-1:0] ALU_OUT,
			output reg OUT_VALID
			);
reg[OUT_WIDTH-1:0] ALU_Combo ;
reg out_valid_combo;
always @(*)begin
	out_valid_combo = 1'b0;
	ALU_Combo = 16'b0;
	if(Enable) begin
		out_valid_combo = 1'b1; 
		case(ALU_FUN)
			4'b0000 : ALU_Combo = A + B;
			4'b0001 : ALU_Combo = A - B;
			4'b0010 : ALU_Combo = A * B;
			4'b0011 : ALU_Combo = A / B;
			4'b0100 : ALU_Combo = A & B;
			4'b0101 : ALU_Combo = A | B;
			4'b0110 : ALU_Combo = ~(A & B);
			4'b0111 : ALU_Combo = ~(A | B);
			4'b1000 : ALU_Combo = A ^ B;
			4'b1001 : ALU_Combo = ~(A ^ B);
			4'b1010 : ALU_Combo = (A == B);
			4'b1011 : ALU_Combo = (A > B) ? 16'd2 : 16'd0;
			4'b1100 : ALU_Combo = (A < B) ? 16'd3 : 16'd0;
			4'b1101 : ALU_Combo = A>>1;
			4'b1110 : ALU_Combo = A<<1;
			default : ALU_Combo = 16'd0;
		endcase
	end else begin
		out_valid_combo = 1'b0;
		ALU_Combo = 16'b0;
	end
end
always @(posedge CLK or negedge RST) begin 
	if(~RST) begin
		ALU_OUT <= 0;
	end else if(Enable)begin
		ALU_OUT <= ALU_Combo;
	end 
end
always @(posedge CLK or negedge RST) begin 
	if(~RST) begin
		OUT_VALID <= 0;
	end else begin
		OUT_VALID <= out_valid_combo;
	end 
end
endmodule 
```
==> deck_impl_summary.md <==
Implementation Results

Status
  – Status: complete, but fails checks
  – Failing checks: negative setup slack

Final timing
  – RSZ-0062 raised after global routing: yes
  – Setup TNS: -172.54 ns
  – Fin Clk Skew: 0 ns
  – Final hold vios: 0
  – Fin. max-slew vios: 0
  – Worst slew margin: 59.8%
  – Max Fclk: 39.8 MHz
  – Setup violations, final: 17
  – Fin worst setup slack: -24.15 ns
  – Post-route minimum period: 25.15 ns
  – Worst slew pin tran: 0.599 ns
  – Final Cycle Share: 2520%

Pwr
  – Pleak: 0.00810 uW
  – Sequential power share: 1.6%
  – Power share of the clock group: 1.5%
  – Maximum vdd ir drop: 4570 uV
  – Switching part of the total power: 43.8%
  – Power Density: 3510 nW/um^2
  – Switch Pwr: 24,900 uW
  – Comb pwr share: 96.9%
  – Internal power: 32,100 uW

Die
  – Chip Area: 19,700 sq um
  – Die H: 140 um
  – Die Wd: 140 um
  – Core area: 18,700 sq um
  – FP Util: 51.1%
  – I/O pins: 40
  – Num rows: 50

Placement
  – DP Wirelength: 26,400 um
  – Inst Count DP: 1,981
  – DP Worst Slack: -24.23 ns
  – GPL Wtd Cong: 1.01
  – Cell Area, Placed: 14,000 sq um
  – IO buf count: 39

Synth
  – Share of the synthesized area in the top cell type: 21.2%
  – Yosys warnings: 1
  – Cell type with the largest total area: ha_1
  – Number of enable flip-flop cells: 0
  – YS chip area: 9550 sq um
  – Synth flops: 17
  – Cell variety after synth: 98
  – Synthesized area per cell: 7.50 sq um
  – Yosys cell count: 1,273
  – Seq/Total Area, Yosys: 4.45%
  – Top cells, area: ha_1 21%, fa_1 8.0%, nor2_1 5.2%
  – Async set-reset flop share out of synthesis: 100%
  – Post-synthesis cell count: 1,273
  – Yosys top cell by instances: ha_1
  – Cell Area, Synth: 9550 sq um
  – Main flop type after synthesis: dfrtp_1
  – List of most frequent post-synthesis cells: 162 x ha_1, 132 x nor2_1, 115 x inv_1

Layout
  – Final std cell area, no fill: 16,200 sq um
  – Post-layout util: 86.8%
  – Layout area overhead: 70.0%
  – Fraction of layout cells with a size suffix above 1: 46.6%
  – Final Non-Filler Cells: 2,138

Flow run
  – Tool warnings: 48
  – Maxcap violations: 0

Critical path
  – Critical Path AT: 25.28 ns
  – CP peak stage delay: 0.50 ns
  – Crit path top cell by count: o21a_1
  – R2R setup slack: -0.50 ns
  – Startpoint Class: input pin
  – CP max FO: 7
  – CP max stage cell: or4b_4
  – Required @ worst endpoint: 1.13 ns
  – Reg2reg end: ALU_OUT[0]$_DFFE_PN0P_
  – Reg-to-reg startpoint: ALU_OUT[0]$_DFFE_PN0P_
  – CP Class: input pin to register
  – Cells on worst reg2reg path: 5
  – CP startpoint: B[0]
  – Critical Path End Type: register

Route
  – Via count: 12,500
  – # DRC: 0
  – Pre-Repair DR Iteration Count: 5
  – DRT Wirelength: 40,900 um
  – Vias per cell: 5.86
  – Routed Antenna Nets: 0
  – 1st-iter DRT viols: 777
  – N_diodes: 0
  – Wire length per cell: 19.1 um

Clock network
  – TritonCTS clock tree: done
  – Total CTS buffers: 3
  – H-Tree Depth: 1
  – Hold-fix buffers, CTS: 0
  – Clock sink total: 17
  – Clock-pin transition on the worst setup and hold timing paths: 0.05 ns
  – Clock Path Buffers: 2
  – Latency at later pin: 0.25 ns
  – CTS Root Cell: clkbuf_16

GRT
  – First-pass GRT wire length: 56,200 um
  – Initial antenna violation count: 0
  – Overflow after GRT: 0
  – Vias in the first global route: 11,200
  – Gr usage total: 37.0%
  – Maximum number of pins on one net before global-route repair: 22

Min path
  – Hold WC Path Type: input pin to asynchronous set/reset pin
[cells in the final DEF, fill, tap and decap left out, types with 25 or more instances in the layout]
| cell | count |
|---|---|
| a21oi_1 | 46 |
| buf_4 | 575 |
| buf_6 | 43 |
| fa_1 | 37 |
| ha_1 | 136 |
| inv_1 | 104 |
| nand2_1 | 103 |
| nor2_1 | 112 |
| nor3_1 | 41 |
| o21a_1 | 39 |
| o21ai_0 | 36 |
| o22ai_1 | 25 |
| xnor2_1 | 38 |
[worst max-delay path by stage]
stage | endpoint | slack (ns) | cells after the start
6_report | ALU_OUT[0]$_DFFE_PN0P_ | -24.15 | 137
4_1_cts | ALU_OUT[0]$_DFFE_PN0P_ | -23.00 | 134
5_1_grt | ALU_OUT[0]$_DFFE_PN0P_ | -25.34 | 139
[kinds of logic after synthesis]
logic type                 synth area share (%)
DFF                                        4.45
AOI/OAI and AO/OA                          27.4
adders and majority gates                  29.2
buffers and inverters                      6.48
and+or+nand+nor                            22.0
muxes                                      5.17
other                                    0.0393
xor gates and xnor gates                   5.32
[stage by stage]
step	hold WS, ns	total power (uW)
3_3_place_gp	0.518	42200
6_report	0.287	57000
3_5_place_dp	0.520	42700
5_1_grt	0.296	60300
4_1_cts	0.292	47800
2_1_floorplan	-0.0956	26500
[per-layer routing]
metal | part of all wire (%) | vias to the layer above | global-route usage [%]
met5 | 0 | - | 0.752
met4 | 4.9 | 0 | 11.0
met3 | 8.2 | 129 | 7.11
met2 | 44 | 572 | 58.5
met1 | 43 | 5902 | 51.6
li1 | - | 5932 | -
[sequential cells by signal (all words and copies together), names as in the netlist]
name       flops
OUT_VALID      1
ALU_OUT       16
[power groups by stage]
| stage | clock [uW] | combinational (uW) | sequential (uW) |
|---|---|---|---|
| CTS | 855 | 46100 | 887 |
| global route | 880 | 58500 | 898 |
| finish | 849 | 55200 | 891 |
[layout make-up]
type                    instances  area (sq um)
clock buffers                   3          75.1
clock inverters                 1          7.51
flip-flops and latches         17           425
multi-input cells            1104          9770
well taps                     234           293
fillers                       922          2470
inverters                     115           453
repair buffers                664          5220
[what timing repair did]
action / in CTS / in global routing
pin swaps: 65 / 92
setup endpoints to repair: 33 / 22
gates resized: 189 / 120
setup buffers: 92 / 64
[worst max-delay path, delay by kind of cell]
kind | cells | cell delay, ns
mux | 4 | 1.16
simple gates | 34 | 5.70
buf+inv | 13 | 1.70
compound gates | 71 | 12.61
fa+ha+maj | 15 | 3.88
Power figures rest on the tool's default switching activity, not on a simulated workload.
