===== flow/config.mk =====
export PLATFORM = sky130hd
export DESIGN_NAME = SYS_CTRL
export DESIGN_NICKNAME = SYS_CTRL
export VERILOG_FILES = /design/flow/design.v
export SDC_FILE = /design/flow/constraint.sdc
export NUM_CORES = 4
export LEC_CHECK = 1
export CORE_AREA = 10 10 108 108
export DIE_AREA = 0 0 118 118

===== flow/constraint.sdc =====
current_design SYS_CTRL

set clk_period 2.3
set clk_io_pct 0.2

create_clock -name clk0 -period $clk_period [get_ports {CLK}]

set non_clock_inputs [all_inputs -no_clocks]
set_input_delay [expr $clk_period * $clk_io_pct] -clock clk0 $non_clock_inputs
set_output_delay [expr $clk_period * $clk_io_pct] -clock clk0 [all_outputs]

===== flow/design.v =====
module SYS_CTRL #(parameter DATA_WIDTH = 8,ALU_OUT_W = 16 , REG_W = 8,
					FUNC = 4,ADD = 4
					)
				(
				input RX_D_VLD,
				input wire[DATA_WIDTH-1:0] RX_P_Data,
				input wire[ALU_OUT_W-1:0] ALU_OUT,
				input wire OUT_Valid,
				input wire[REG_W-1:0] RdData,
				input wire RdData_Valid,
				input wire CLK,
				input wire RST,
				input fifo_full,
				input busyFall,
				output reg ALU_EN,
				output reg[FUNC-1:0] ALU_FUNC,
				output reg CLK_EN,
				output reg[ADD-1:0] Address,
				output reg WrEn,
				output reg RdEn,
				output reg [DATA_WIDTH-1:0] WrData,
				output reg [DATA_WIDTH-1:0] TX_P_Data,
				output reg TX_D_VLD,
				output reg clk_div_en
				);
localparam [3:0] IDLE = 4'b0000,
		 DECODE = 4'b0001,
		 WR_ADD = 4'b0010,
		 WR_DATA = 4'b0011,
		 RD_ADD = 4'b0100,
		 OP_A = 4'b0101,
		 OP_B = 4'b0110,
		 ALU_OP = 4'b0111,
		 FIFO = 4'b1000;
reg[3:0] current_state , next_state;
reg address_ff;
reg[ADD-1:0] address_ ;
always @(posedge CLK or negedge RST) begin
	if(~RST) begin
		current_state <= IDLE;
	end else begin
		current_state <= next_state;
	end
end
always @(*) begin
	case (current_state)
		IDLE : begin
			if(RX_D_VLD) begin
				next_state = DECODE;
			end else begin
				next_state = IDLE;
			end
		end 
		DECODE : begin
			case (RX_P_Data)
				8'hAA : next_state = WR_ADD;
				8'hBB : next_state = RD_ADD;
				8'hCC : next_state = OP_A;
				8'hDD : next_state = ALU_OP;
				default : next_state = DECODE;
			endcase
		end 
		WR_ADD : begin
			 if(RX_D_VLD) begin
			 		next_state = WR_DATA;
			 end else begin
			 		next_state = WR_ADD;
			 end
		end 
		WR_DATA : begin 
			if(RX_D_VLD) begin
			 		next_state = IDLE;
			 end else begin 
			 		next_state = WR_DATA;
			 end
		end 
		RD_ADD : begin
			if(RX_D_VLD) begin
				next_state = FIFO;
			end else begin
				next_state = RD_ADD;
			end
		end 
		OP_A : begin
			if(RX_D_VLD) begin
				next_state = OP_B;
			end else begin
				next_state = OP_A;
			end
		end 
		OP_B : begin
			if(RX_D_VLD) begin
				next_state = ALU_OP;
			end else begin
				next_state = OP_B;
			end
		end 
		ALU_OP : begin 
			if(RX_D_VLD) begin
				next_state = FIFO;
			end else begin
				next_state = ALU_OP;
			end
		end 
		FIFO : begin 
			if(!fifo_full && (RdData_Valid)) begin
				if(RX_D_VLD) begin
					next_state = DECODE;
				end else begin
					next_state = IDLE;
				end
			end else if(!fifo_full && OUT_Valid) begin
				next_state = FIFO;
			end 
		    else begin
				if(RX_D_VLD) begin
					next_state = DECODE;
				end else begin
					next_state = IDLE;
				end
			end
		end 
		default : next_state = IDLE;
	endcase
end
always @(*) begin
	address_ff = 1'b0;
	case (current_state)
		IDLE : begin
			ALU_EN = 1'b0;
			ALU_FUNC = 4'b1111;
			CLK_EN = 1'b0;
			Address = 4'b0000;
			WrEn = 1'b0;
			RdEn = 1'b0;
			WrData = 8'b0000_0000;
			TX_P_Data = 8'b0000_0000;
			TX_D_VLD = 1'b0;
			clk_div_en = 1'b1;
		end 
		DECODE : begin
			ALU_EN = 1'b0;
			ALU_FUNC = 4'b1111;
			CLK_EN = 1'b0;
			Address = 4'b0000;
			WrEn = 1'b0;
			RdEn = 1'b0;
			WrData = 8'b0000_0000;
			TX_P_Data = RX_P_Data;
			TX_D_VLD = 1'b0;
			clk_div_en = 1'b1;
		end 
		WR_ADD : begin
			ALU_EN = 1'b0;
			ALU_FUNC = 4'b1111;
			CLK_EN = 1'b0;
			Address = RX_P_Data;
			WrEn = 1'b0;
			RdEn = 1'b0;
			WrData = 8'b0000_0000;
			TX_P_Data = 8'b0000_0000;
			TX_D_VLD = 1'b0;
			clk_div_en = 1'b1;
			address_ff = 1'b1;
		end 
		WR_DATA : begin 
			ALU_EN = 1'b0;
			ALU_FUNC = 4'b1111;
			CLK_EN = 1'b0;
			Address = address_;	
			RdEn = 1'b0;
			WrData = RX_P_Data;
			TX_P_Data = 8'b0000_0000;
			TX_D_VLD = 1'b0;
			clk_div_en = 1'b1;
			if(address_  == RX_P_Data ) begin 
				WrEn = 1'b0;
			end else begin
				WrEn = 1'b1;
			end
		end 
		RD_ADD : begin
			ALU_EN = 1'b0;
			ALU_FUNC = 4'b1111;
			CLK_EN = 1'b0;
			Address = RX_P_Data;
			WrEn = 1'b0;
			RdEn = 1'b1;
			WrData = 8'b0000_0000;
			TX_P_Data = 8'b0000_0000;
			TX_D_VLD = 1'b0;
			clk_div_en = 1'b1;
			address_ff = 1'b1;
		end 
		OP_A : begin
			ALU_EN = 1'b0;
			ALU_FUNC = 4'b1111;
			CLK_EN = 1'b0;
			Address = 4'b0000;
			WrEn = 1'b1;
			RdEn = 1'b0;
			WrData = RX_P_Data;
			TX_P_Data = 8'b0000_0000;
			TX_D_VLD = 1'b0;
			clk_div_en = 1'b1;
		end 
		OP_B : begin
			ALU_EN = 1'b0;
			ALU_FUNC = 4'b1111;
			CLK_EN = 1'b0;
			Address = 4'b0001;
			WrEn = 1'b1;
			RdEn = 1'b0;
			WrData = RX_P_Data;
			TX_P_Data = 8'b0000_0000;
			TX_D_VLD = 1'b0;
			clk_div_en = 1'b1;
		end 
		ALU_OP : begin 
			ALU_EN = 1'b1;
			ALU_FUNC = RX_P_Data;
			CLK_EN = 1'b1;
			Address = 4'b0000;
			WrEn = 1'b0;
			RdEn = 1'b0;
			WrData = 8'b0000_0000;
			TX_P_Data = 8'b0000_0000;
			TX_D_VLD = 1'b0;
			clk_div_en = 1'b1;
		end 
		FIFO : begin 
			ALU_EN = 1'b0;
			ALU_FUNC = 4'b1111;
			CLK_EN = 1'b1;
			Address = 4'b0000;
			WrEn = 1'b0;
			RdEn = 1'b0;
			WrData = 8'b0000_0000;		
			TX_D_VLD = 1'b1;
			clk_div_en = 1'b1;
			if(RdData_Valid) begin
				TX_P_Data = RdData;
			end else if(OUT_Valid) begin
				TX_P_Data = ALU_OUT[7:0];
			end else begin
				TX_P_Data = ALU_OUT[15:8];
			end
		end 
		default : begin
			ALU_EN = 1'b0;
			ALU_FUNC = 4'b1111;
			CLK_EN = 1'b0;
			Address = 4'b0000;
			WrEn = 1'b0;
			RdEn = 1'b0;
			WrData = 8'b0000_0000;
			TX_P_Data = 8'b0000_0000;
			TX_D_VLD = 1'b0;
			clk_div_en = 1'b1;
		end 
	endcase
end
always @(posedge CLK or negedge RST) begin
	if(!RST) begin
		address_ <= 4'b0;
	end else if(address_ff) begin
		address_ <= Address;
	end
end
endmodule 

===== flow/run.sh =====
#!/bin/bash
# OpenROAD 26Q1-2900-gdf79404cd8, Yosys 0.63+post, stock flow scripts
make -C /OpenROAD-flow-scripts/flow DESIGN_CONFIG=/design/flow/config.mk WORK_HOME=/design/flow/orfs finish

==> flow_metrics.rpt <==
PHYSICAL IMPLEMENTATION REPORT
----------------------------------------------------
[Logic synthesis]
  Library cell with the largest summed area after synthesis ........................ sky130_fd_sc_hd__dfrtp_1
  Cell types with the largest area share after synthesis ........................ sky130_fd_sc_hd__dfrtp_1 29%, sky130_fd_sc_hd__a22o_1 12%, sky130_fd_sc_hd__mux2i_1 8.7%, sky130_fd_sc_hd__o21ai_0 5.8%, sky130_fd_sc_hd__nor2b_1 4.8%
  Chip area estimate from yosys synthesis ........................ between 0.001 and 0.0015 mm²
  Count of cell types in the netlist ........................ 34
  Syn Area/Cell ........................ between 8 and 9 µm²
  EDFF count, synth ........................ 0
  Register share after synthesis ........................ between 30% and 40%
  # Cells Yosys ........................ about 120
  Post-synth ARST share ........................ about 100%
  Number of synthesized register bits ........................ 13
  Gate count of the mapped netlist ........................ 118
  Fraction of synthesized cell area taken by the top area cell type ........................ 29.0%
  Mapped Area ........................ approximately 0.0010 mm²
  Most used DFF post-synth ........................ sky130_fd_sc_hd__dfrtp_1
  Warnings, synthesis ........................ 1

[STA]
  Number of endpoints with negative hold slack in the final report ........................ 0
  Setup repair after global routing missed its margin ........................ no
  Worst path setup slack after routing ........................ between 0.05 and 0.06 ns
  Maximum clock skew at final layout ........................ ~0.0024 ns
  Fin. max-slew vios ........................ 0
  Actual slew at the worst max-slew pin ........................ between 0.5 and 0.6 ns
  Final critical-path share of the clock period ........................ a little over nine tenths
  Final-report setup violation count ........................ 0
  Final min period ........................ about 2.2 ns
  Peak clock frequency supported by timing ........................ 0.446 GHz
  Relative slew slack ........................ between 60% and 70%

[Finish]
  Register area ........................ approximately 330 µm²
  Commonest Layout Cell ........................ sky130_fd_sc_hd__clkdlybuf4s50_1
  Final core utilization ........................ between 20 and 25%
  Final non-filler cell area ........................ slightly above 0.002 mm²
  Fillers ........................ about 1.1k
  Fraction of layout cells with a size suffix above 1 ........................ about 16%
  Total area of multi-input combinational cells ........................ approximately 650 µm²
  Most common logic cells in the final layout ........................ 55 x sky130_fd_sc_hd__clkdlybuf4s50_1, 14 x sky130_fd_sc_hd__a22o_1, 12 x sky130_fd_sc_hd__dfrtp_1
  Layout-stage area growth over the synthesis result ........................ 96.4%

[Worst setup path]
  Critical path class ........................ input port to primary output
  Startpoint types ........................ input port
  Source of the worst register-to-register timing path ........................ current_state[1]
  CP most frequent cell ........................ sky130_fd_sc_hd__clkdlybuf4s50_1
  Critical Path, Cell by Cell ........................ clkdlybuf4s50_1 -> buf_4 -> nor2b_1 -> clkdlybuf4s50_1
  Longest individual stage delay on the worst path ........................ 0.50 ns
  Kind of end point of the critical path ........................ primary output
  Kind of cell adding the most delay to the critical path ........................ buffers and inverters
  Last element of the critical path ........................ WrData[7]
  Total buffers and inverters traversed by the critical path ........................ 3
  Slack of the worst reg-to-reg path ........................ about 1.2 ns
  Worst reg2reg path depth ........................ 2
  Critical path depth in cells ........................ 4
  Crit path DRT ........................ around 1.8 ns
  Slowest cell on the critical path ........................ sky130_fd_sc_hd__clkdlybuf4s50_1
  Critical register-to-register path endpoint ........................ current_state[5]
  Maximum fanout along the worst path ........................ 4
  Source of the critical timing path ........................ RX_P_Data[7]
  Worst Path Arrival ........................ approximately 1.8 ns

[Pwr]
  Part of the total power dissipated in combinational logic ........................ about two fifths
  Static Leakage ........................ approximately 0.89 nW
  Power Dens Cells ........................ ~410 mW/mm²
  Power Total ........................ 0.000829 W
  Internal Dissipation ........................ around 0.00061 W
  Worst voltage drop across the vdd grid ........................ between 200 and 250 µV
  Net switching power ........................ ~0.00022 W
  Sequential power share ........................ between 30% and 40%
  Clk pwr share ........................ 23.8%
  Net switching share of the total power ........................ 26.8%

[GRT]
  Vias in the first global route ........................ between 1k and 1.5k
  Global route overflow ........................ 0
  Maximum number of pins on one net before global-route repair ........................ 14
  Initial antenna violation count ........................ 0
  All-layer global routing usage ........................ under 10%
  Wire length of the first global-routing pass ........................ between 6000 and 7000 µm

[Placement]
  HPWL after detailed placement ........................ 3680 µm
  Post-Place Worst Slack ........................ -0.244 ns
  Routability congestion estimate ........................ between 0.8 and 0.9
  Placed cell area ........................ around 0.0019 mm²
  Port-buffer cells ........................ roughly 66

[Status]
  Result of the run ........................ complete, no violations

[Clock tree]
  CTS H-tree depth ........................ 1
  Insertion delay at the late pin of the worst-skew pair ........................ ~0.24 ns
  Clock Tree Root ........................ sky130_fd_sc_hd__clkbuf_8
  CTS Buf Count ........................ 3
  Sink Count ........................ 13
  Maximum count of clock buffers along a single path ........................ 2
  Clock tree from TritonCTS ........................ yes
  Clock-pin slew reported for the worst setup and hold paths after clock tree synthesis ........................ 0.05 ns

[Flow run]
  MaxCap Viol Count ........................ 0
  Warning total across the stage logs ........................ 26

[Die]
  Vertical die dimension ........................ 118 µm
  Die span in x ........................ 118 µm
  Core outline area ........................ ~0.0093 mm²
  Die area ........................ between 0.01 and 0.015 mm²
  Starting density of the core ........................ about 11%
  Number of standard-cell rows in the floorplan ........................ 35
  Top Ports ........................ 69

[Routing]
  Iter 0 DRT Violations ........................ ~43
  Number of search-and-repair iterations in the first detailed-routing pass ........................ 3
  Antenna diode count ........................ 0
  Final WL ........................ roughly 4300 µm
  Number of nets with antenna violations after routing ........................ 0
  DRC ........................ 0
  Vias after detailed routing ........................ 1,146
  Average vias per placed instance ........................ roughly 3.6
  Drt wl/cell ........................ ~13 µm

[Worst hold path]
  Hold Path Class ........................ flop to flop

----------------------------------------------------
[synth_stat cells, drive strengths merged (2+ instances only)]
| library cell | count |
|---|---|
| xor2 | 4 |
| or2 | 2 |
| o22ai | 3 |
| mux2 | 3 |
| o21ai | 12 |
| clkbuf | 8 |
| inv | 5 |
| nand2 | 9 |
| a22o | 15 |
| nor4 | 2 |
| nor4bb | 2 |
| mux2i | 9 |
| nor2b | 8 |
| nor2 | 2 |
| buf | 4 |
| nand2b | 5 |
| dfrtp | 12 |
[through the flow]
| step | setup TNS [ns] | std cells | hold slack [ns] |
|---|---|---|---|
| 5_1_grt | 0 | 320 | 0.570 |
| 3_5_place_dp | -1.54 | 314 | 0.517 |
| 6_report | 0 | 320 | 0.534 |
| 3_3_place_gp | -1.50 | 314 | 0.506 |
| 4_1_cts | 0 | 320 | 0.532 |
| 2_1_floorplan | 0 | 118 | 0.164 |
[per-layer routing]
layer  wire length [µm]  global-route usage (%)  part of all wire (%)
met2               1740                    8.78                    40
met3                555                    3.40                    13
met1               1960                    7.68                    45
met5                  0                       0                     0
met4                 54                   0.696                   1.3
[cell families (layout without fill, tap and decap cells)]
kind of cell           count (synthesis)  count (layout)  share of synthesized area (%)
buffers and inverters                 17              90                           7.62
multiplexers                          12              12                           12.0
AND/OR/NAND/NOR                       35              35                           19.7
AND-OR/OR-AND                         35              35                           24.5
flip-flops                            13              13                           31.6
other                                  1               1                          0.362
XOR/XNOR                               5               5                           4.23
[worst min-delay path by stage]
stage	start	to	cells past startpoint
CTS	current_state[3]	flop	1
global route	address_[2]	address_[2]	1
finish	address_[0]	address_[0]	1
[power groups by stage]
stage	registers [W]	clock network [W]	logic, W
after global routing	0.000323	0.000216	0.000352
after CTS	0.000316	0.000204	0.000332
final	0.000315	0.000197	0.000317
[layout make-up]
type                    count  area share (%)
repair buffers             81            41.0
inverters                   5           0.924
clock buffers               4            2.22
flip-flops and latches     13            16.1
well taps                 129            7.94
multi-input cells          88            31.8
[what timing repair did]
action / CTS / global route
setup buffers: 0 / 0
hold buffers: 0 / 0
gates resized: 16 / 12
gates cloned: 2 / 0
pin swaps: 2 / 5
endpoints found under the setup margin: 15 / 9
Power is estimated from default activity; no workload was simulated.
