### flow/design.v
module FSM(
			input wire clk,
			input wire rst,
			input wire data_valid,
			input wire ser_done,
			input wire parity_enable,
			output reg busy,
			output reg ser_EN,
			output reg[3:0] mux_sel  
			);
localparam   [2:0]      IDLE   = 3'b000,
                       START  = 3'b001,
					   SERIAL   = 3'b011,
					   PARITY = 3'b010,
					   STOP   = 3'b110 ;
reg[2:0] current_state , next_state;
always @(posedge clk or negedge rst) begin
	if(!rst) begin 
		current_state <= IDLE;
	end
	else begin
		current_state <= next_state;
	end
end
always @(*) begin
	case(current_state)
		IDLE : begin
				if(data_valid)
					next_state = START;
				else 
					next_state = IDLE;
			 end 
		START : begin
				next_state = SERIAL;
			 end 
		SERIAL : begin
				if(ser_done == 1'b1 && parity_enable == 1'b1)
					begin
					next_state = PARITY;
				end 
				else if(ser_done == 1'b1 && parity_enable == 1'b0)
					next_state = STOP;
				else
					next_state = SERIAL;
			 end 
		PARITY : begin
				next_state = STOP;
			 end 
		STOP : begin
				if(data_valid)
					next_state = START;
				else 
					next_state = IDLE;
			 end 
		default : next_state = IDLE;
	endcase 
end
always @(*) begin
	ser_EN = 1'b0;
	busy = 1'b0;
	case (current_state)
		IDLE : begin
				busy = 1'b0;
				mux_sel = 4'b0000;
			 end 
		START : begin
				busy = 1'b1;
				mux_sel = 4'b0001;
				ser_EN = 1'b0;
			 end 
		SERIAL : begin
				busy = 1'b1;
				mux_sel = 4'b0010;
				ser_EN = 1'b1;
			 end 
		PARITY : begin
				busy = 1'b1;
				mux_sel = 4'b0100;
			 end 
		STOP : begin
				busy = 1'b1;
				mux_sel = 4'b1000;
			 end 
		default : begin
					busy = 1'b0;
				  	mux_sel = 4'b0000;
				  	ser_EN = 1'b0;
				end
	endcase
end
endmodule 
module UART_TX(
				input wire clk,
				input wire rst,
				input wire[7:0] data,
				input wire data_valid,
				input wire parity_enable,
				input wire parity_type,
				output reg TX_OUT,
				output wire busy
				);
wire serial_enable , serial_done,parity_bit ,serial_data;
wire[3:0] mux_select;
FSM controller(
				.clk(clk),
				.rst(rst),
				.data_valid(data_valid),
				.ser_done(serial_done), 
				.parity_enable(parity_enable),
				.busy(busy),  
				.ser_EN(serial_enable),  
				.mux_sel(mux_select)  
				);
serializer ser(
				.clk(clk),
				.rst(rst),
				.ser_EN(serial_enable),  
				.data(data),
				.ser_done(serial_done),  
				.ser_data(serial_data),
				.dataValid(data_valid),
				.busy(busy)
				);
parityCalc parity(
				.clk(clk),
				.rst(rst),
				.data(data),
				.data_valid(data_valid),
				.busy         (busy),
				.parity_type(parity_type),
				.parity_bit(parity_bit),
				.parity_enable(parity_enable)
				);
always @(*) begin
	case(mux_select)
		4'b0000 : TX_OUT = 1'b1;
		4'b0001 : TX_OUT = 1'b0;
		4'b0010 : TX_OUT = serial_data;
		4'b0100 : TX_OUT = parity_bit;
		4'b1000 : TX_OUT = 1'b1;
		default : TX_OUT = 1'b1;
	endcase
end
endmodule 
module parityCalc(
					input wire clk,
					input wire rst,
					input wire[7:0] data,
					input wire busy,
					input wire data_valid,
					input parity_type,
					input parity_enable,
					output reg parity_bit
					);
reg[7:0] DATA_reg;
always @(posedge clk or negedge rst) begin
	if(!rst) begin
		DATA_reg <= 7'b0;
	end else if (!busy && data_valid) begin
		DATA_reg <= data;
	end
end
always @(posedge clk or negedge rst) begin
	if(!rst)
		parity_bit <= 1'b0;
	else if(parity_enable) begin 
		if(parity_type) begin
			parity_bit <= ~(^DATA_reg);
		end else begin
			parity_bit <= ^DATA_reg;
		end
	end
end
endmodule 
module serializer(
					input wire clk,
					input wire rst,
					input wire ser_EN,
					input wire dataValid,
					input wire busy,
					input wire[7:0] data,
					output wire ser_done,
					output  ser_data
					);
reg[2:0] count;
reg[7:0] data_reg;
always @(posedge clk or negedge rst) begin
	if(!rst) begin
		data_reg <= 8'h00;
	end
	else if(dataValid && !busy) begin
		data_reg <= data;
	end else if(ser_EN) begin
		data_reg <= data_reg >> 1;
	end
end
always @(posedge clk or negedge rst) begin
	if(!rst) begin
		 count <= 3'b000;
	end 
	else if(ser_EN) begin
		 count <= count + 1;
	end
	else begin
		count <= 3'b000;
	end
end
assign ser_done = (count == 3'b111);
assign ser_data = data_reg[0];
endmodule
### flow/constraint.sdc
current_design UART_TX

set clk_period 2.9
set clk_io_pct 0.2

create_clock -name clk0 -period $clk_period [get_ports {clk}]

set non_clock_inputs [all_inputs -no_clocks]
set_input_delay [expr $clk_period * $clk_io_pct] -clock clk0 $non_clock_inputs
set_output_delay [expr $clk_period * $clk_io_pct] -clock clk0 [all_outputs]
### flow/run.sh
#!/bin/bash
# OpenROAD 26Q1-2900-gdf79404cd8, Yosys 0.63+post, stock flow scripts
make -C /OpenROAD-flow-scripts/flow DESIGN_CONFIG=/design/flow/config.mk WORK_HOME=/design/flow/orfs finish
### flow/config.mk
export PLATFORM = sky130hd
export DESIGN_NAME = UART_TX
export DESIGN_NICKNAME = UART_TX
export VERILOG_FILES = /design/flow/design.v
export SDC_FILE = /design/flow/constraint.sdc
export NUM_CORES = 4
export LEC_CHECK = 1
export CORE_AREA = 10 10 89 89
export DIE_AREA = 0 0 99 99
==> impl_metrics.tcl <==
# flow metrics
set metrics [dict create \
    syn_to_final_growth_pct 22.80 \
    num_vias 678 \
    cts.sinks 25 \
    max_slew_margin 0.5882 \
    ys_top_cells_by_area "dfrtp_1 (54%), nand2_1 (9.5%), mux2i_1 (6.3%)" \
    grt_use_total 0.04183 \
    cts.reportedPaths.clkPinSlew_ps 80 \
    crit_required_ps 2320 \
    place_hpwl_mm 1.500 \
    cts_tree "built" \
    openroad.warnings 25 \
    worstSetupPathType "flip-flop to primary output" \
    die_area_um2 9801 \
    ys_top_cells_by_count "nand2_1 (28), dfrtp_1 (24), mux2i_1 (7)" \
    ys_seq_frac 0.5655 \
    drive_gt1_frac 0.06034 \
    grt_pass1_vias 729 \
    grt_max_degree 26 \
    initCoreUtil 0.1850 \
    final_core_util 0.2272 \
    yosys_most_used_dff "dfrtp_1" \
    top_level_ports 15 \
    total_power_mw 1.293 \
    cts_buffers 3 \
    dieHeight_um 99 \
    yosysTopAreaCell "dfrtp_1" \
    dr.pass1.iters 4 \
    ys_types 26 \
    leakage_nw 0.6402 \
    ys.flops 25 \
    setup-tns-final_ps 0 \
    fin_crit_sh 0.8037 \
    yosys_warnings 4 \
    wire_per_inst_um 10.14 \
    end_kind "primary output" \
    synthArstFlopShare 1.000 \
    cp.arrival_ps 1750 \
    hold_class "flip-flop to flip-flop" \
    fmax_mhz 429.1 \
    portBuffers 14 \
    drt_iter0_drc 41 \
    slew_viol_final 0 \
    top_area_frac 0.5418 \
    grt_pass1_wl_mm 3.429 \
    hold_viol 0 \
    clockBufferDepth 2 \
    drc 0 \
    synthCells 101 \
    clkLatencyLatePin_ps 260 \
    ir_drop_uv 392.4 \
    via_per_inst 3.550 \
    hold_buffers 0 \
    worst_pin_slew_ps 617.7 \
    yosys_area_um2 1109 \
    cp_max_fo 17 \
    core_um2 5991 \
    powerDensity_nw_per_um2 949.6 \
    synth-edff-count 0 \
    antenna_found_initial 0 \
    num_antenna_cells 0 \
    grt_setup_unrepaired "false" \
    final_cell_area_um2 1361 \
    post_cts_buffers 0 \
    syn-cell-area_um2 1109 \
    placed_cell_area_um2 1316 \
    cts_resized 0 \
    status "finished clean" \
    place.gp.congestion 0.7652 \
    min_period_ps 2331 \
    worstSetupStartpointType "flip-flop" \
    die_x_um 99 \
    cts_root_buffer "clkbuf_8" \
    top_cell "nand2_1" \
    ys_cells 101 \
    h-tree-depth 1 \
    ant_nets 0 \
    setup_violations 0 \
    wirelength_mm 1.936 \
    grt_overflow 0 \
    fin_skew_ps 6.160 \
    avgSynthCellArea_um2 10.98 \
    rows 28 \
    max_cap_viol_count 0 \
]
[cells by family after synthesis]
| group | share of synthesized area |
|---|---|
| flops | 0.5655 |
| compound gates | 0.05191 |
| mux | 0.07337 |
| xor+xnor | 0.06772 |
| simple gates | 0.1783 |
| buf+inv | 0.04063 |
| fa+ha+maj | 0.02257 |
[stage by stage]
step	hold WS (ps)	instances	worst slack, ps
5_1_grt	454.4	191	401.7
2_1_floorplan	284.4	101	1331
3_5_place_dp	431.8	187	818.1
6_report	443.8	191	569.3
3_3_place_gp	430.1	187	807.3
4_1_cts	443.4	191	537.7
[power breakdown]
| part | leakage [nW] | switching, mW | total [mW] | internal [mW] |
|---|---|---|---|---|
| registers | 0.316 | 0.107 | 0.592 | 0.485 |
| logic | 0.302 | 0.202 | 0.506 | 0.305 |
| clock network | 0.0228 | 0.0966 | 0.194 | 0.0979 |
[cell type report]
cell class              instances  area [µm²]
flip-flops and latches         25       626.9
fillers                       642        4629
clock buffers                   4       45.04
repair buffers                 15       147.6
inverters                       3       11.26
well taps                      75       93.84
multi-input cells              69       436.7
[per-layer routing]
layer / vias to the layer above / GRT usage / routed length, µm
li1: 357 / - / -
met1: 306 / 0.05299 / 918
met2: 13 / 0.06964 / 907
met3: 2 / 0.01480 / 93
met4: 0 / 0.003308 / 16
met5: - / 0 / 0
[final timing paths]
check / slack (ps) / startpoint / cells after the start / to
min in group asynchronous: 680 / rst / 2 / ser.data_reg[7]$_DFFE_PN0P_
max in group asynchronous: 1940 / rst / 2 / controller.current_state[0]$_DFF_PN1_
setup reg to reg: 1050 / controller.current_state[4]$_DFF_PN0_ / 4 / ser.data_reg[0]$_DFFE_PN0P_
setup / recovery: 570 / controller.current_state[4]$_DFF_PN0_ / 3 / TX_OUT
hold reg to reg: 440 / ser.count[0]$_DFF_PN0_ / 1 / ser.count[0]$_DFF_PN0_
hold / removal: 440 / ser.count[0]$_DFF_PN0_ / 1 / ser.count[0]$_DFF_PN0_
[placed cells by master (no fill, tap or decap)]
cell type and instances:
nand2_1 28, mux2_2 1, nor2b_1 2, clkbuf_8 3, and2_1 3, mux2i_1 7
nor4_4 1, a21o_1 1, nor2_1 2, clkbuf_1 1, nand3b_1 1, nor3_1 1
and3_1 1, xnor2_1 5, nand2b_1 1, buf_4 1, clkdlybuf4s50_1 14, a21oi_1 1
dfrtp_1 24, xnor3_1 1, xor2_1 1, dfstp_2 1, ha_1 2, nor3b_1 1
o21ai_1 3, inv_1 3, o21ai_0 6
[critical path, stage by stage (launching register included)]
cell	delay [ps]
dfrtp_1	740
o21ai_0	180
nand2b_1	100
clkdlybuf4s50_1	470
Power and IR drop assume default switching activity.
